$ cat flow/design.v
module lzc_miao_8 (
  input [7:0] in,
  output wire [2:0] out_z,
  output wire v
  );
  wire q1, q2, q3, q4, q5, q6, q7;
  wire g1, g2, g3, g4;
  assign q1 = !(in[7] | in[6]);
  assign q2 = !(in[7] | (!in[6] & in[5]));
  assign q3 = !(in[5] | in[4]);
  assign q4 = in[4] | in[6];
  assign q5 = !(in[3] | in[2]);
  assign q6 = !(in[3] | (!in[2] & in[1]));
  assign q7 = !(in[1] | in[0]);
  assign g1 = q1 & q3;
  assign g2 = q1 & (!q3 | q5);
  assign g3 = q2 & (q4 | q6);
  assign g4 = q5 & q7;
  assign out_z[0] = g3;
  assign out_z[1] = g2;
  assign out_z[2] = g1;
  assign v = !(!g1 | !g4);
endmodule
module lzc_miao_16 (
  input [15:0] in,
  output wire [3:0] out_z,
  output wire v
  );
  wire [2:0] zh, zl;
  wire vh, vl, temp_v;
  lzc_miao_8 lzc_8_h (.in (in[15:8]), .out_z (zh), .v (vh));
  lzc_miao_8 lzc_8_l (.in (in[7:0]), .out_z (zl), .v (vl));
  assign out_z[0] = (zh[0] & (!vh | zl[0]));
  assign out_z[1] = (zh[1] & (!vh | zl[1]));
  assign out_z[2] = (zh[2] & (!vh | zl[2]));
  assign out_z[3] = vh;
  assign v = vh & vl;
endmodule
$ cat flow/run.sh
#!/bin/bash
# OpenROAD 26Q1-2900-gdf79404cd8, Yosys 0.63+post, stock flow scripts
make -C /OpenROAD-flow-scripts/flow DESIGN_CONFIG=/design/flow/config.mk WORK_HOME=/design/flow/orfs finish
$ cat flow/config.mk
export PLATFORM = sky130hd
export DESIGN_NAME = lzc_miao_16
export DESIGN_NICKNAME = lzc_miao_16
export VERILOG_FILES = /design/flow/design.v
export SDC_FILE = /design/flow/constraint.sdc
export NUM_CORES = 4
export LEC_CHECK = 1
export CORE_AREA = 10 10 70 70
export DIE_AREA = 0 0 80 80
$ cat flow/constraint.sdc
current_design lzc_miao_16

set clk_period 1.5
set clk_io_pct 0.2

create_clock -name clk0 -period $clk_period

set non_clock_inputs [all_inputs -no_clocks]
set_input_delay [expr $clk_period * $clk_io_pct] -clock clk0 $non_clock_inputs
set_output_delay [expr $clk_period * $clk_io_pct] -clock clk0 [all_outputs]
==> results_slide.txt <==
Key Metrics from the Run

Global route
  • Total routing usage reported by global routing: 2.68%
  • Initial antenna violation count: 1
  • Via count of the first global-routing pass: 251
  • Global-route wire length before repair: 1.36 mm
  • Maximum number of pins on one net before global-route repair: 4
  • Global route total overflow: 0

Final layout
  • Final core utilization: 15.7%
  • Fill cell instance count of the final layout: 386
  • Area overhead of the layout relative to synthesis: 248%
  • Fraction of layout cells with a size suffix above 1: 57.1%
  • FFs & Latches: 0
  • Area of combinational cells with multiple inputs: 204 µm²
  • Register Area: 0 µm²
  • Clock buffer instance count of the final layout: 0

STA
  • Slew Viols, Final: 0
  • Unrepaired setup endpoints after global routing: yes
  • Minimum hold slack: 0.877 ns
  • Tightest Pin Transition: 0.323 ns
  • Fin worst setup slack: -0.237 ns
  • Period Utilization, post-route: 116%
  • Worst max-slew margin expressed relative to the limit: 78.3%
  • Final Setup Violations: 5
  • Final worst path period need: 1.74 ns
  • Fmax achieved: 0.576 GHz
  • Total count of hold-check failures in the final report: 0

Detailed routing
  • Routed wl met3: 135 µm
  • Number of vias per cell: 2.89
  • Met1 WL: 388 µm
  • Post-route ant nets: 0
  • Violation tally from detailed-route iteration zero: 2
  • Met2 WL: 477 µm
  • Final Routed Wirelength: 1.00 mm
  • WL/cell: 9.72 µm
  • Number of remaining DRC errors: 0
  • 1st-pass router iterations: 2
  • Via count: 298
  • Top routing layer used: met3

Floorplanning
  • Count of standard-cell rows: 21
  • Chip area: 0.00640 mm²
  • FP Util: 4.51%
  • Die X-Extent: 80 µm
  • I/O Pins: 21
  • Vertical die dimension: 80 µm
  • Placeable core region: 0.00342 mm²

Yosys
  • Proportion of synthesized chip area in sequential cells: 0%
  • Area share of the leading cell type in the synthesized netlist: 14.6%
  • Count of distinct cell types in the synthesized netlist: 13
  • Post-synthesis cell count: 27
  • Area reported by Yosys stat: 154 µm²
  • Synth warn: 0
  • Top area cell types: sky130_fd_sc_hd__nor2_1 15%, sky130_fd_sc_hd__a2111oi_0 11%, sky130_fd_sc_hd__a21oi_1 9.8%, sky130_fd_sc_hd__o31ai_1 9.8%, sky130_fd_sc_hd__nor4_2 8.1%
  • Mapped cell area: 154 µm²
  • Largest area contributor in the netlist: sky130_fd_sc_hd__nor2_1
  • Synthesized area divided by synthesized cell count: 5.70 µm²
  • Cells in synth_stat.txt: 27

Setup path
  • Startpoint Class: input pin
  • WP data arrival: 1.44 ns
  • Highest net fanout along the worst path: 2
  • Worst Path Required: 1.20 ns
  • Kind of critical path: in2out
  • Capturing element type of the critical path: output pin

Power
  • Leakage power figure: 0.217 nW
  • Maximum ir drop on the vdd rail: 0.0224 mV
  • Power density over cell area: 185 mW/mm²
  • Total power after layout: 98.8 µW

Job
  • Number of maximum-capacitance violations: 0
  • OpenROAD warning count: 34

Placement
  • Routability congestion estimate from global placement: 0.811
  • Number of buffers added on ports: 21
  • Post-Place Setup Slack: -0.874 ns
  • Hpwl dp: 871 µm

Outcome
  • Status: finished, violations left
  • Violations in the final reports: setup timing

Worst hold path
  • HP Class: in2out
-- through the flow --
step                cells  cell area, µm²  setup TNS [ns]
floorplan              27             154               0
global placement       98             452           -4.04
detailed placement     98             452           -4.09
CTS                   100             504          -0.752
global route          103             536           -1.01
finish                103             536          -0.829
-- worst paths after layout --
kind                    from        to  slack [ns]  cells past startpoint
worst min-delay path  in[15]  out_z[0]        0.88                      3
worst max-delay path  in[13]         v       -0.24                      5
-- cells in the final DEF, fill, tap and decap left out --
master | Yosys | layout
sky130_fd_sc_hd__dlygate4sd2_1 | 0 | 10
sky130_fd_sc_hd__buf_6 | 0 | 6
sky130_fd_sc_hd__buf_4 | 1 | 6
sky130_fd_sc_hd__buf_2 | 0 | 5
sky130_fd_sc_hd__nor2_2 | 1 | 4
sky130_fd_sc_hd__inv_1 | 3 | 3
sky130_fd_sc_hd__a21oi_2 | 0 | 2
sky130_fd_sc_hd__nor3_1 | 2 | 2
sky130_fd_sc_hd__nor2_1 | 6 | 2
sky130_fd_sc_hd__nand2_1 | 3 | 2
sky130_fd_sc_hd__diode_2 | 0 | 1
sky130_fd_sc_hd__nand2_2 | 0 | 1
sky130_fd_sc_hd__or4_4 | 1 | 1
sky130_fd_sc_hd__nor2_4 | 0 | 1
sky130_fd_sc_hd__o31ai_4 | 0 | 1
sky130_fd_sc_hd__a21oi_1 | 3 | 1
sky130_fd_sc_hd__and2b_1 | 1 | 1
sky130_fd_sc_hd__a2111oi_4 | 0 | 1
sky130_fd_sc_hd__o31ai_2 | 0 | 1
sky130_fd_sc_hd__a2111oi_2 | 0 | 1
sky130_fd_sc_hd__a31oi_1 | 1 | 1
sky130_fd_sc_hd__nor4_2 | 1 | 1
sky130_fd_sc_hd__clkdlybuf4s50_1 | 0 | 1
sky130_fd_sc_hd__clkdlybuf4s15_1 | 0 | 1
sky130_fd_sc_hd__buf_8 | 0 | 1
-- cell usage after synthesis (all sizes together) --
cell type  count
a2111oi        2
a21oi          3
a31oi          1
and2b          1
buf            1
inv            3
nand2          3
nor2           7
nor3           2
nor4           1
o31ai          2
or4            1
-- per-layer routing --
layer  GRT usage, %  vias up
met2           4.90       14
li1               -      159
met5              0        -
met3           1.25        0
met1           2.90      125
met4              0        0
-- critical path, stage by stage --
cell                     delay [ns]
sky130_fd_sc_hd__buf_8         0.09
sky130_fd_sc_hd__or4_4         0.55
sky130_fd_sc_hd__buf_6         0.14
sky130_fd_sc_hd__nor4_2        0.21
sky130_fd_sc_hd__buf_2         0.14
-- logic make-up after synthesis --
logic type,count (synthesis),share of synthesized area (%)
compound gates,8,35.0
simple gates,15,52.8
buf+inv,4,12.2
-- layout make-up --
cell class | count | share of cell area (%)
Antenna cell | 1 | 0.467
Inverter | 3 | 2.10
Multi-Input combinational cell | 23 | 38.1
Timing Repair Buffer | 30 | 48.6
Tap cell | 46 | 10.7
-- repair_timing --
action,4_1_cts,5_1_grt
hold buffers,0,0
setup endpoints to repair,5,5
setup buffers,2,2
pin swaps,10,2
gates resized,64,5
-- report_power, final --
group	total [mW]	internal (mW)	switching, mW
combinational	0.0988	0.0574	0.0414
clock	0.0000000890	0.0000000890	0
sequential	0	0	0
Power figures rest on the tool's default switching activity, not on a simulated workload.
