==> /design/flow/design.v <==
module leading_zero #(
    parameter RANGE_WIDTH_LCZ = 16,
    parameter D_SIZE_LZC = 4
    )(
        input [(RANGE_WIDTH_LCZ)-1:0] in_range,
        output wire [(D_SIZE_LZC-1):0] lzc_out,
        output wire v
    );
    wire g1_1, g2_1, g3_1, g4_1;
    wire g1_2, g2_2, g3_2, g4_2;
    wire g1_3, g2_3, g3_3, g4_3;
    wire g3_4, g4_4;
    wire q1_1, q2_1, q3_1, q4_1, q5_1, q6_1;
    wire q1_2, q2_2, q3_2;
    assign g4_1 = (in_range[15] | in_range[14]) | (in_range[13] | in_range[12]);
    assign g3_1 = in_range[15] | ((!in_range[14]) & in_range[13]);
    assign g2_1 = (!in_range[14]) & (!in_range[12]);
    assign g1_1 = !(in_range[13] | in_range[12]);
    assign g4_2 = (in_range[11] | in_range[10]) | (in_range[9] | in_range[8]);
    assign g3_2 = in_range[11] | ((!in_range[10]) & in_range[9]);
    assign g2_2 = (!in_range[10]) & (!in_range[8]);
    assign g1_2 = !(in_range[9] | in_range[8]);
    assign g4_3 = (in_range[7] | in_range[6]) | (in_range[5] | in_range[4]);
    assign g3_3 = in_range[7] | ((!in_range[6]) & in_range[5]);
    assign g2_3 = (!in_range[6]) & (!in_range[4]);
    assign g1_3 = !(in_range[5] | in_range[4]);
    assign g4_4 = (in_range[3] | in_range[2]) | (in_range[1] | in_range[0]);
    assign g3_4 = in_range[3] | ((!in_range[2]) & in_range[1]);
    assign q1_1 = g4_1 | g4_2;
    assign q2_1 = g3_1 | (g2_1 & g3_2);
    assign q3_1 = g2_1 & g2_2;
    assign q4_1 = (in_range[15] | in_range[14]) | (g1_1 & (in_range[11] | in_range[10]));
    assign q5_1 = g1_1 & g1_2;
    assign q6_1 = !g4_2;
    assign q1_2 = g4_3 | g4_4;
    assign q2_2 = g3_3 | (g2_3 & g3_4);
    assign q3_2 = (in_range[7] | in_range[6]) | (g1_3 & (in_range[3] | in_range[2]));
    assign v = q1_1 | q1_2;
    assign lzc_out[0] = !(q2_1 | (q3_1 & q2_2));
    assign lzc_out[1] = !(q4_1 | (q5_1 & q3_2));
    assign lzc_out[2] = !(g4_1 | (q6_1 & g4_3));
    assign lzc_out[3] = !q1_1;
    assign lzc_out[4] = 1'b0;
endmodule
module half_adder (
    input a, b,
    output wire s, c
    );
    assign s = a ^ b;
    assign c = a & b;
endmodule
module stage_2_vedic #(
    parameter RANGE_WIDTH = 16,
    parameter D_SIZE = 5,
    parameter SYMBOL_WIDTH = 4
    )(
        input [(RANGE_WIDTH-1):0] UU, VV, in_range, lut_u, lut_v,
        input COMP_mux_1,
        input [(SYMBOL_WIDTH-1):0] symbol,
        input bool,
        output wire [RANGE_WIDTH:0] u, v_bool,
        output wire [(RANGE_WIDTH-1):0] initial_range, out_range,
        output wire [(D_SIZE-1):0] out_d,
        output wire [1:0] bool_symbol,
        output wire COMP_mux_1_out
    );
    wire [(RANGE_WIDTH-1):0] RR, range_1, range_2, range_bool, range_not_bool;
    wire [(RANGE_WIDTH-1):0] range;
    wire [((RANGE_WIDTH*2)-1):0] r_u, r_v;
    vedic_16x16 R_U (
            .a (RR),
            .b (UU),
            .r (r_u)
        );
    vedic_16x16 R_V (
            .a (RR),
            .b (VV),
            .r (r_v)
        );
    wire [(RANGE_WIDTH):0] v;
    assign RR = in_range >> 8;
    assign u = (r_u >> 1) + lut_u;
    assign v = (r_v >> 1) + lut_v;
    assign range_1 = u[(RANGE_WIDTH-1):0] - v[(RANGE_WIDTH-1):0];
    assign range_2 = in_range - v[(RANGE_WIDTH-1):0];
    assign range_not_bool = (COMP_mux_1 == 1'b1) ? range_1 :
                    range_2;
    assign v_bool = (r_v >> 1) + 16'd4;
    assign range_bool = (symbol[0] == 1'b1) ? v_bool[(RANGE_WIDTH-1):0] :
                        in_range - v_bool[(RANGE_WIDTH-1):0];
    assign range = (bool == 1'b1) ? range_bool :
                    range_not_bool;
    wire [(D_SIZE-1):0] d;
    wire v_lzc;      
    leading_zero #(
        .RANGE_WIDTH_LCZ (RANGE_WIDTH),
        .D_SIZE_LZC (D_SIZE)
        ) lzc (
            .in_range (range),
            .lzc_out (d),
            .v (v_lzc)
        );
    assign initial_range = in_range;
    assign out_d = d;
    assign out_range = range << d;
    assign bool_symbol = {bool, symbol[0]};          
    assign COMP_mux_1_out = COMP_mux_1;
endmodule
module vedic_16x16 (
    input [15:0] a, b,
    output [31:0] r
    );
    wire [15:0] vedic_1_out, vedic_2_out, vedic_3_out, vedic_4_out;
    wire [15:0] out_ripple_1, out_ripple_2, out_ripple_3;
    wire carry_ripple_1, carry_ripple_2, carry_ripple_3;
    vedic_8x8 vedic_8x8_1 (
        .a (a[15:8]),
        .b (b[15:8]),
        .r (vedic_1_out)
        );
    vedic_8x8 vedic_8x8_2 (
        .a (a[7:0]),
        .b (b[15:8]),
        .r (vedic_2_out)
        );
    vedic_8x8 vedic_8x8_3 (
        .a (a[15:8]),
        .b (b[7:0]),
        .r (vedic_3_out)
        );
    vedic_8x8 vedic_8x8_4 (
        .a (a[7:0]),
        .b (b[7:0]),
        .r (vedic_4_out)
        );
    wire [15:0] lsb1_msb4;
    assign lsb1_msb4 = {vedic_1_out[7:0], vedic_4_out[15:8]};
    wire [19:0] adder_out;
    assign adder_out = lsb1_msb4 + vedic_2_out + vedic_3_out;
    assign r[7:0] = vedic_4_out[7:0];
    assign r[23:8] = adder_out[15:0];
    assign r[31:24] = vedic_1_out[15:8] + adder_out[19:16];
endmodule
module vedic_2x2 (
    input [1:0] a, b,
    output wire [3:0] r
    );
    wire a1b1, a0b1, a1b0, a0b0;
    wire carry_1;
    assign a0b0 = a[0] & b[0];
    assign a0b1 = a[0] & b[1];
    assign a1b0 = a[1] & b[0];
    assign a1b1 = a[1] & b[1];
    assign r[0] = a0b0;
    half_adder half_adder_1 (
        .a (a0b1),
        .b (a1b0),
        .c (carry_1),
        .s (r[1])
        );
    half_adder half_adder_2 (
        .a (a1b1),
        .b (carry_1),
        .c (r[3]),
        .s (r[2])
        );
endmodule
module vedic_4x4 (
    input [3:0] a, b,
    output [7:0] r
    );
    wire [3:0] vedic_1_out, vedic_2_out, vedic_3_out, vedic_4_out;
    wire [3:0] out_ripple_1, out_ripple_2, out_ripple_3;
    wire carry_ripple_1, carry_ripple_2, carry_ripple_3;
    vedic_2x2 vedic_2x2_1 (
        .a (a[3:2]),
        .b (b[3:2]),
        .r (vedic_1_out)
        );
    vedic_2x2 vedic_2x2_2 (
        .a (a[1:0]),
        .b (b[3:2]),
        .r (vedic_2_out)
        );
    vedic_2x2 vedic_2x2_3 (
        .a (a[3:2]),
        .b (b[1:0]),
        .r (vedic_3_out)
        );
    vedic_2x2 vedic_2x2_4 (
        .a (a[1:0]),
        .b (b[1:0]),
        .r (vedic_4_out)
        );
    wire [3:0] input_2_ripple_3, input_2_ripple_2;
    assign input_2_ripple_2 = {vedic_1_out[1:0], vedic_4_out[3:2]};
    wire [4:0] adder_out;
    assign adder_out = input_2_ripple_2 + vedic_2_out + vedic_3_out;
    assign r[1:0] = vedic_4_out[1:0];
    assign r[5:2] = adder_out[3:0];
    assign r[7:6] = vedic_1_out[3:2] + adder_out[4];
endmodule
module vedic_8x8 (
    input [7:0] a, b,
    output [15:0] r
    );
    wire [7:0] vedic_1_out, vedic_2_out, vedic_3_out, vedic_4_out;
    wire [7:0] out_ripple_1, out_ripple_2, out_ripple_3;
    wire carry_ripple_1, carry_ripple_2, carry_ripple_3;
    vedic_4x4 vedic_4x4_1 (
        .a (a[7:4]),
        .b (b[7:4]),
        .r (vedic_1_out)
        );
    vedic_4x4 vedic_4x4_2 (
        .a (a[3:0]),
        .b (b[7:4]),
        .r (vedic_2_out)
        );
    vedic_4x4 vedic_4x4_3 (
        .a (a[7:4]),
        .b (b[3:0]),
        .r (vedic_3_out)
        );
    vedic_4x4 vedic_4x4_4 (
        .a (a[3:0]),
        .b (b[3:0]),
        .r (vedic_4_out)
        );
    wire [7:0] lsb1_msb4;
    assign lsb1_msb4 = {vedic_1_out[3:0], vedic_4_out[7:4]};
    wire [9:0] adder_out;
    assign adder_out = lsb1_msb4 + vedic_2_out + vedic_3_out;
    assign r[3:0] = vedic_4_out[3:0];
    assign r[11:4] = adder_out[7:0];
    assign r[15:12] = vedic_1_out[7:4] + adder_out[9:8];
endmodule
==> /design/flow/run.sh <==
#!/bin/bash
# OpenROAD 26Q1-2900-gdf79404cd8, Yosys 0.63+post, stock flow scripts
make -C /OpenROAD-flow-scripts/flow DESIGN_CONFIG=/design/flow/config.mk WORK_HOME=/design/flow/orfs finish
==> /design/flow/config.mk <==
export PLATFORM = sky130hd
export DESIGN_NAME = stage_2_vedic
export DESIGN_NICKNAME = stage_2_vedic
export VERILOG_FILES = /design/flow/design.v
export SDC_FILE = /design/flow/constraint.sdc
export NUM_CORES = 4
export LEC_CHECK = 1
export CORE_UTILIZATION = 50
==> /design/flow/constraint.sdc <==
current_design stage_2_vedic

set clk_period 30.0
set clk_io_pct 0.2

create_clock -name clk0 -period $clk_period

set non_clock_inputs [all_inputs -no_clocks]
set_input_delay [expr $clk_period * $clk_io_pct] -clock clk0 $non_clock_inputs
set_output_delay [expr $clk_period * $clk_io_pct] -clock clk0 [all_outputs]
==> flow_metrics.py <==
# Synthesis and PnR figures
metrics = {
    "worst_setup_path": {
        "slowest_stage": "fa_1",
        "slowest_delay_ns": 0.58,
        "cpLargestDelayFamily": "adder cells",
        "arrival_ns": 17.97,
        "crit_buf_inv": 10,
        "crit_type": "primary input to output pin",
        "cp-end-kind": "output pin",
        "crit_path_max_fanout": 33,
        "worstPathRequired_ns": 24.00,
        "worstSetupStartpointType": "primary input",
        "worst_path_most_repeated_cell": "ha_1",
    },
    "yosys": {
        "synthCells": 1671,
        "ys_seq_share_pct": 0,
        "yosysUniqueCellTypes": 98,
        "post_synth.cell_area_avg_sq_um": 7.76,
        "ys_area_sq_mm": 0.0130,
        "synth_area_sq_mm": 0.0130,
        "yosys_warnings": 0,
        "yosys-stat-cells": 1671,
    },
    "die": {
        "fp_util_pct": 51.2,
        "core_area_sq_mm": 0.0253,
        "io-pin-count": 160,
        "die_y_microns": 163,
        "dieArea_sq_mm": 0.0266,
        "dieWidth_microns": 163,
        "rows": 58,
    },
    "place": {
        "place_area_sq_mm": 0.0147,
        "dp_slack_ns": 6.11,
        "port_buffers": 156,
        "hpwlAfterDp_microns": 28500,
        "dp.cells": 2114,
        "gp_routability_congestion": 0.959,
    },
    "route": {
        "initialDrtViolationCount": 553,
        "firstDrtPassIters": 4,
        "drc": 0,
        "drt-total-wl_microns": 34300,
        "antenna_cells": 0,
        "vias": 11200,
        "avgViaCountPerCell": 5.32,
        "ant_nets": 0,
        "wire_per_inst_microns": 16.2,
    },
    "clocking": {
        "postCtsHoldBufs": 0,
        "post_cts_buffers": 0,
        "cts-resized-gates": 0,
    },
    "sta": {
        "final_hold_viol_count": 0,
        "setup_violations": 0,
        "fmax_mhz": 41.7,
        "period_used_pct": 79.9,
        "period_minus_slack_ns": 23.97,
        "whs_ns": 12.91,
        "relSlewSlack_pct": 50.3,
        "drv_slew": 0,
        "rsz0062_at_grt": "false",
        "worstMarginPinSlew_ns": 0.738,
        "setup_ws_ns": 6.03,
        "tns_ns": 0,
    },
    "layout": {
        "final_area_sq_mm": 0.0147,
        "fillers": 2374,
        "fin_util_pct": 58.1,
        "nClkBuffers": 0,
        "flops": 0,
        "final_cells": 2114,
        "syn2layout_area_growth_pct": 13.5,
        "regArea_sq_um": 0,
        "drive_gt1_share_pct": 4.26,
    },
    "grt": {
        "antenna_found_initial": 1,
        "grtUsageTotal_pct": 27.8,
        "grt_max_degree": 36,
        "grt_pass1_vias": 11000,
        "overflow": 0,
        "grt_pass1_wl_microns": 55900,
    },
    "worst_hold_path": {
        "hold_path_class": "primary input to output pin",
    },
    "job": {
        "warnings": 37,
        "cap_violations": 0,
    },
    "outcome": {
        "status": "finished clean",
    },
}
-- Yosys cell counts, types with 4 or more instances --
cell type	instances	area share, %
clkbuf_1	28	0.81
nor2_1	73	2.1
o22ai_1	9	0.43
mux2i_1	7	0.54
or2_2	5	0.24
a211oi_1	14	0.81
a211o_1	6	0.41
a21oi_1	85	3.3
inv_1	304	8.8
o21ai_0	53	2.0
o311ai_0	4	0.27
o311a_1	4	0.31
and3_1	4	0.19
fa_1	114	18
a31oi_1	10	0.48
nor2b_1	12	0.58
o211ai_1	13	0.75
o2111ai_1	4	0.27
o221ai_1	7	0.47
o21bai_1	12	0.69
a21o_1	29	1.7
ha_1	233	22
nor3_1	33	1.3
o21a_1	14	0.81
o211a_1	4	0.31
a32oi_1	5	0.34
xnor2_1	83	5.6
a21boi_0	5	0.29
buf_4	21	1.2
mux2_2	15	1.3
nand3_1	22	0.85
and2_1	164	7.9
xor2_1	41	2.8
nand2_1	115	3.3
or3_1	7	0.34
nand2b_1	14	0.68
nand4_1	6	0.29
-- final cells by class --
cell class / count / area [sq um] / share of cell area (%)
multi-input combinational: 1309 / 11500 / 78.1
tap: 330 / 413 / 2.81
inverter: 306 / 1150 / 7.80
timing repair buffer: 169 / 1660 / 11.3
-- path summary, 6_finish.rpt --
| path | start | end | slack [ns] | depth (start not counted) |
|---|---|---|---|---|
| max | in_range[8] | out_range[7] | 6.03 | 50 |
| min | in_range[1] | initial_range[1] | 12.91 | 2 |
-- cell families (layout without fill, tap and decap cells) --
logic type               count (synthesis)  in the layout  share of synthesized area (%)
AND/OR/NAND/NOR                        480            480                           19.5
buffers and inverters                  362            475                           11.3
adder cells (fa/ha/maj)                347            347                           40.1
AND-OR/OR-AND                          329            329                           17.9
XOR/XNOR                               127            127                           8.83
multiplexers                            25             25                           2.31
other                                    1              1                         0.0289
-- cell usage in the layout (no fill, tap or decap), types with 15 or more instances in the layout --
master and n:
a21o_1 29, a21oi_1 85, and2_1 164, clkdlybuf4s50_1 156, fa_1 114, ha_1 233, inv_1 304, mux2_2 15
nand2_1 115, nand3_1 22, nor2_1 73, nor3_1 33, o21ai_0 53, xnor2_1 83, xor2_1 41
-- metal layers --
| layer | vias up | routed length, microns | part of all wire, % | global-route usage [%] |
|---|---|---|---|---|
| met5 | - | 17 | 0.050 | 0 |
| met4 | 2 | 780 | 2.3 | 5.56 |
| met3 | 31 | 1610 | 4.7 | 3.29 |
| met2 | 241 | 14800 | 43 | 43.7 |
| met1 | 5183 | 17000 | 50 | 42.2 |
| li1 | 5790 | - | - | - |
